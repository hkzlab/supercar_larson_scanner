<file path="flow/config.mk">
export PLATFORM = sky130hd
export DESIGN_NAME = SuperCar
export DESIGN_NICKNAME = SuperCar
export VERILOG_FILES = /design/flow/design.v
export SDC_FILE = /design/flow/constraint.sdc
export NUM_CORES = 4
export LEC_CHECK = 1
export CORE_AREA = 10 10 70 70
export DIE_AREA = 0 0 80 80
</file>
<file path="flow/constraint.sdc">
current_design SuperCar

set clk_period 1.7
set clk_io_pct 0.2

create_clock -name clk0 -period $clk_period [get_ports {i_clk}]

set non_clock_inputs [all_inputs -no_clocks]
set_input_delay [expr $clk_period * $clk_io_pct] -clock clk0 $non_clock_inputs
set_output_delay [expr $clk_period * $clk_io_pct] -clock clk0 [all_outputs]
</file>
<file path="flow/design.v">
module L74x154
  (
    input [3:0] i_address,
    input i_n_en0,
    input i_n_en1,
    output [15:0] o_selection
  );
  assign o_selection = (i_n_en0 || i_n_en1) ? 16'hFFFF : ~(1'b1 << i_address);
endmodule
module L74x283
  (
    input [3:0] i_a,
    input [3:0] i_b,
    input i_cin,
    output [3:0] o_s,
    output o_cout
  );
  reg [4:0] r_sum;
  assign r_sum = i_a + i_b + i_cin;
  assign o_s = r_sum;
  assign o_cout = r_sum[4];
endmodule
module L74x574 #(parameter INITIAL_VALUE = 8'h00)
  (
    input [7:0] i_data,
    input i_n_oe,
    input i_clk,
    inout [7:0] o_q
  );
  reg [7:0] r_data = INITIAL_VALUE;
  always @(posedge i_clk)
  begin
    r_data <= i_data;
  end
  assign o_q = i_n_oe ? 8'bZ : r_data;
endmodule
module L74x86
  (
    input [1:0] i_g1,
    output o_g1,
    input [1:0] i_g2,
    output o_g2,
    input [1:0] i_g3,
    output o_g3,
    input [1:0] i_g4,
    output o_g4
  );
  assign o_g1 = ^i_g1;
  assign o_g2 = ^i_g2;
  assign o_g3 = ^i_g3;
  assign o_g4 = ^i_g4;
endmodule
module SuperCar
  (
    input i_clk,
    output [15:0] o_selection
  );
  wire [3:0] w_sum_result;
  wire [7:0] w_led_address;
  wire [7:0] w_addend;
  wire w_neg_addend;
  wire w_addend_clk;
  wire w_u5_g2_out;
  wire w_u5_g3_out;
  wire [3:0] w_inverted_led_address;
  L74x283 U1 (
            .i_a(w_led_address[3:0]),
            .i_b(w_addend[3:0]),
            .i_cin(1'b0),
            .o_s(w_sum_result),
            .o_cout()  
          );
  L74x574 U2 (
            .i_data({4'h0, w_sum_result}),
            .i_clk(i_clk),
            .i_n_oe(1'b0),
            .o_q(w_led_address)
          );
  L74x154 U3 (
            .i_address(w_led_address[3:0]),  
            .i_n_en0(1'b0),
            .i_n_en1(1'b0),
            .o_selection(o_selection)
          );
  L74x574 #(.INITIAL_VALUE(8'hFF)) U4 (
            .i_data({4'h0, {3{o_selection[0]}}, 1'b1}),
            .i_clk(w_addend_clk),
            .i_n_oe(1'b0),
            .o_q(w_addend)
          );
  L74x86 U5 (
           .i_g1(2'b00),  
           .o_g1(),
           .i_g2({o_selection[0], o_selection[$size(o_selection)-1]}),
           .o_g2(w_u5_g2_out),
           .i_g3({w_u5_g2_out, 1'b1}),
           .o_g3(w_u5_g3_out),
           .i_g4({w_u5_g3_out, 1'b1}),
           .o_g4(w_addend_clk)
         );
endmodule
</file>
<file path="flow/run.sh">
#!/bin/bash
# OpenROAD 26Q1-2900-gdf79404cd8, Yosys 0.63+post, stock flow scripts
make -C /OpenROAD-flow-scripts/flow DESIGN_CONFIG=/design/flow/config.mk WORK_HOME=/design/flow/orfs finish
</file>
==> run summary <==
Notes on the flow run.

- The flow ran to the end, but the final reports show violations.
- The final reports fail on negative setup slack.
- The final timing report counts setup violations totalling 1.
- CTS built an H-tree with a depth of 1.
- The count of warning messages emitted by the tools is 27, for reference.
- The kind of cell with the highest combined delay along the critical path is buffers and inverters.
- The floorplan report gives the top-level pin count as 17.
- Dividing the detail-routed via count by the number of cells gives 3.200.
- The number of buffers created by CTS is 3, for reference.
- The most frequent cell after synthesis is nand2_1, for reference.
- The count of endpoints without a timing constraint is 1, for reference.
- The fraction of layout cells with a size suffix above 1 is 0.2969, for reference.
- The post-synthesis share of cell area spent on xor and xnor gates is 0.08108, for reference.
- The detailed-route DRC error count is 0, for reference.
- Setup repair after global routing could not meet its margin everywhere.
- The share of total power dissipated in combinational logic is 0.
- For the pin with the worst max-slew slack, the measured transition is 0.1678 ns.
- The routed via count is 352, for reference.
- The synthesized area divided by synthesized cell count is 7.716 µm², for reference.
- The die is 80 µm tall.
- Per STA, the highest per-stage delay on the worst path measures 0.46 ns.
- The net load switching power is 39.51 µW, for reference.
- The row count is 21, for reference.
- The reported max-cap violation count is 0, for reference.
- Pins over their slew limit in the final report were tallied at 0.
- At the floorplan stage, the core utilization is reported as 0.09487.
- The post-synthesis sequential element count is 5, for reference.
- The dominant register cell in the synthesized netlist is dfxtp_1, for reference.
- The first global-routing pass estimated 1704 µm of wire.
- The maximum ir drop on the vdd rail is 0.0001225 V, for reference.
- Counting I/O delays and the setup requirement, the final critical path takes 1.713 ns.
- The final antenna-violating net count is 0, for reference.
- The total of hold buffers inserted after clock tree synthesis is 0, for reference.
- For this design, the slowest cell found on the critical path is clkdlybuf4s50_1.
- Sorting the synthesized cells by how often they occur yields nand2_1, nand3_1, dfxtp_1.
- The internal portion of the total power is 168.6 µW.
- The overall die size recorded for this design is 6400 µm².
- The arrival time at the worst endpoint is 1.37 ns, for reference.
- Between the synthesized netlist and the finished layout, the area growth was recorded as 91.89%.
- Summed over all cells, the static leakage comes to 0.2920 nW.
- The synthesized-area fraction occupied by and/or/nand/nor cells is 0.3243, for reference.
- The largest total area in the synthesized netlist belongs to dfxtp_1.
- The clock network fraction of design power is 0.570, for reference.
- Per the log, the first TritonRoute iteration ended with a DRC count of 10.
- The register clock-pin slew on the reported worst setup and hold paths is 0.04 ns, for reference.
- The total routing resource utilization after global routing is 0.03203, for reference.
- The number of cells reported by Yosys stat comes to 42.
- Post-route period utilization is reported as 1.008.
- The Yosys warning count is 4, for reference.
- The report lists the cells along the critical path as and2b_1 > nand3_1 > clkdlybuf4s50_1.
- Once detailed placement completed, the half-perimeter wirelength came to 796.3 µm.
- Of all nets on the critical path, the largest fanout is 6.
- The cell-mix breakdown from Yosys lists the compound-gate area share as 0.05019.
- The OpenROAD report gives the critical path a required time of 1.36 ns.
- The number of global-route vias before repair is 357, for reference.
- At the end of the flow the core is filled with cells to 0.1821.
- The worst setup path is captured at an output pin.
- The netlist uses 16 different library cells.
- The clock insertion delay at the later pin of the skew report is 0.24 ns, for reference.
- Looking at the setup timing report, the critical path kind is flop to output pin.
- The final global-route overflow total is 0, for reference.
- Power spread over the standard cell area amounts to 334.6 nW/µm².
- The core region area is 3416 µm², for reference.
- The number of buffers inserted by port buffering is 16, for reference.
- The switching share of power is 0.1899, for reference.
- The count of unclocked register or latch pins is 1, for reference.
- The final worst clock skew is 0.004862 ns, for reference.
- Clock tree synthesis selected as its root buffer the cell clkbuf_4.
- The smallest hold slack is 0.5844 ns, for reference.
- The total iterations of the first detailed-routing run is 4, for reference.
- Synthesis produced a netlist whose cell count is 42.
- The initial antenna violation count came to 0.
- The count of flip-flops with a built-in enable after synthesis is 0, for reference.
- The main logic family after synthesis is simple AND/OR/NAND/NOR gates, for reference.
- Entering global routing, the biggest net connects 9 pins.
- In this run the deepest clock path goes through 2 buffers.
- The share of the synthesized area in the top cell type is 0.3089, for reference.
- In this run, the synthesized area fraction spent on adder and majority cells is recorded as 0.1390.
- The tightest slew margin relative to the limit is 0.8882, for reference.
- The power report attributes to the sequential group a share of 0.430.
- The top achievable clock speed is 583.6 MHz, for reference.
- The final RePlAce weighted congestion is 0.7987, for reference.
- The final timing report gives a worst setup slack of -0.01341 ns.
- Per the detail_route report, inserted antenna diodes total 0.
- Per the post-run analysis, buffers plus inverters along the critical path come to 1.
- In the post-synthesis netlist, the biggest area contributors are dfxtp_1, nand2_1, nand3_1.
- The share of the Yosys chip area taken by registers is 0.3089.
- In the final routed layout, each cell accounts on average for 9.627 µm.
- The final number of hold-violating endpoints is 0, for reference.
- The classification of the worst-slack hold path is flop to flop, for reference.
- The stat command in Yosys gives a chip area of 324.1 µm².
- The width of the die is 80 µm, for reference.
- The post-route setup TNS is -0.01341 ns, for reference.
- The mux cell area share after synthesis is 0, for reference.
- TritonCTS built the clock tree.
- The design draws 208.1 µW.
- The worst setup path is launched from a flop.
- The post-synthesis instance area is 324.1 µm², for reference.
- The routed wire length is 1059 µm, for reference.
- The synthesis report gives the async set-or-reset register share as 0.
worst min-delay path: cells and delay by family (launching register included):
family                 cells  cell delay (ns)
flip-flops                 1             0.36
buffers and inverters      2             0.19
placed cells by master, fill, tap and decap left out:
cell             count
clkdlybuf4s50_1     10
nor2_2               2
dlymetal6s2s_1       3
buf_4                5
dlygate4sd2_1        3
clkbuf_4             3
dfxtp_2              1
nand2_1             10
ha_1                 2
dfxtp_1              1
xnor2_1              2
inv_1                3
xor2_1               1
a21oi_2              1
and2b_1              1
a21o_1               1
inv_2                1
nor2_4               2
and2b_2              1
dfxtp_4              3
nand4_1              1
fa_1                 1
nand3_1              6
cells by family after synthesis:
group	count (synthesis)
and+or+nand+nor	23
buffers and inverters	6
adders and majority gates	3
DFF	5
xor gates and xnor gates	3
AOI/OAI and AO/OA	2
power by group through the flow:
stage | Sequential (mW) | Combinational, mW | Clock (mW)
final | 0.0896 | 0.000000235 | 0.119
after CTS | 0.0927 | 0.000000172 | 0.124
after global routing | 0.0894 | 0.000000235 | 0.134
path summary, 6_finish.rpt:
check / startpoint / endpoint / slack, ns / cells after the start
worst max-delay path: U2.r_data[1] / o_selection[13] / -0.01 / 3
worst min-delay path: U2.r_data[0] / U2.r_data[0] / 0.58 / 2
worst min register to register: U2.r_data[0] / U2.r_data[0] / 0.58 / 2
worst max register to register: U2.r_data[1] / U2.r_data[3] / 0.39 / 5
cell type report:
type | count | area [µm²]
Inverter | 4 | 15.01
Sequential cell | 5 | 112.6
Fill cell | 386 | 2794
Timing Repair Buffer | 21 | 201.4
Tap cell | 46 | 57.56
Multi-Input combinational cell | 31 | 212.7
Clock buffer | 3 | 22.52
what timing repair did:
action,CTS,global route
setup endpoints to repair,16,13
resized,10,10
pin swaps,0,1
setup buffers,3,0
flip-flops by register name, indices dropped and copies added (netlist names):
| name | count |
|---|---|
| U4.r_data | 1 |
| U2.r_data | 4 |
per-layer routing:
metal,GRT usage,wire (µm)
met2,0.05457,572
met4,0.01408,50
met3,0.009091,42
met1,0.03614,394
met5,0,0
metrics by stage:
step | worst slack, ns | cells | instance area (µm²)
after floorplan | 0.5463 | 42 | 324.1
after global placement | 0.02307 | 104 | 540.5
after detailed placement | 0.04446 | 104 | 540.5
after CTS | -0.02915 | 110 | 594.3
after global routing | -0.07733 | 110 | 621.8
final | -0.01341 | 110 | 621.8
Power is estimated from default activity; no workload was simulated.
